$ cat design/flow/constraint.sdc
current_design fifo

set clk_period 1.5
set clk_io_pct 0.2

create_clock -name clk0 -period $clk_period [get_ports {clk}]

set non_clock_inputs [all_inputs -no_clocks]
set_input_delay [expr $clk_period * $clk_io_pct] -clock clk0 $non_clock_inputs
set_output_delay [expr $clk_period * $clk_io_pct] -clock clk0 [all_outputs]
$ cat design/flow/run.sh
#!/bin/bash
# OpenROAD 26Q1-2900-gdf79404cd8, Yosys 0.63+post, stock flow scripts
make -C /OpenROAD-flow-scripts/flow DESIGN_CONFIG=/design/flow/config.mk WORK_HOME=/design/flow/orfs finish
$ cat design/flow/config.mk
export PLATFORM = sky130hd
export DESIGN_NAME = fifo
export DESIGN_NICKNAME = fifo
export VERILOG_FILES = /design/flow/design.v
export SDC_FILE = /design/flow/constraint.sdc
export NUM_CORES = 4
export LEC_CHECK = 1
export CORE_UTILIZATION = 50
$ cat design/flow/design.v
module fifo
  #(
  parameter DEPTH=8,
  parameter BITS=64
  )
  (
  input clk,rst_n,en,
  input [BITS-1:0] d,
  output [BITS-1:0] q
  );
  logic [BITS-1:0] buffer [DEPTH-1:0];
  integer i;
  always_ff @(posedge clk, negedge rst_n) begin
    if(!rst_n) begin
      for (i=0; i<DEPTH; ++i) begin
        buffer[i] <= '0;
      end
    end
    else if(en) begin
      buffer[0] <= d;
      for (i=0; i<DEPTH-1; ++i) begin
        buffer[i+1] <= buffer[i];
      end
    end 
  end
  assign q = buffer[DEPTH-1];
endmodule  
==> run summary <==
The layout was made with Yosys and OpenROAD.

Once placement completed, the tool counted placed cells totaling 1705. From bottom edge to top edge, the die measures 198.1 um. The worst setup path is launched from a register.

The data required time reported for the critical path is 1.20 ns. The global-route wire length before repair is 46.64 mm. Input and output buffers added on the ports amount to 130.

In this run the horizontal extent of the chip is 198.1 um. The number of flip-flops under the largest register name is 512. For reference, the mux area share after synthesis is 0.3000. At the worst endpoint, the arrival time is 1.15 ns. The stat command in Yosys gives a chip area of 0.01922 mm2. The critical path's slowest stage uses the library cell dfrtp_1. Note that the worst hold path type here is input pin to register.

The skew report gives the latency at the later pin of the worst-skew pair as 0.57 ns. After clock tree synthesis, the clock-pin slew on the worst setup and hold paths is 0.06 ns. The number of cells produced by synthesis is 1081. The share of async-settable or async-resettable flops after synthesis is 1.000.

The script logs the ratio of routed vias to standard cells as 4.999. The mean area per synthesized cell is 17.78 um2. The summed negative setup slack over all endpoints is 0 ns. Buffers inserted during clock tree synthesis total 52. The cell-mix breakdown from Yosys lists the XOR/XNOR area share as 0. The cell at the root of the clock tree is clkbuf_16. 131 I/O pins were placed. The level count of the clock H-tree is 2. The register with the most flip-flops in the final layout is buffer. In the final layout, the registers with the most flip-flops are buffer: 512 flops. For this run the aggregate overflow at the end of global routing stands at 0. The max-slew violation count is 0. The report lists the power per cell area as 1618 mW/mm2. In this run the static leakage power is 0.009864 uW. The number of antenna diodes is 0. Setup repair after global routing left no endpoint under its margin. The area fraction in and, or, nand and nor cells is 0. The cell type with the highest aggregate area in the netlist is dfrtp_1. The total count of hold-check failures in the final report is 0. In the routed design, unresolved DRC markers number 0. In this run the critical path is formed by clkdlybuf4s15_1.

The layout summary lists the proportion of cells stronger than drive strength 1 as 0.5019. Ranked by total cell area, the synthesized netlist is headed by dfrtp_1 67%, mux2_2 30%, buf_6 2.7%. The detailed router reported a total wirelength of 27.20 mm.

The final report lists a non-filler cell total of 1810. The kind of critical path is register to output pin. The detail route stage leaves a number of antenna-violating nets equal to 0. For this sky-water flow run, the detailed-routed wirelength per cell is reported as 15.03 um.

The worst slew slack as a fraction of its limit is 0.3252. The transition time recorded at the tightest slew-check pin is 1.012 ns. The run finished with clean final reports.

The stage logs contain a warning count of 25. For this configuration, the core starts out at a cell density of 0.5091. The worst hold slack across all endpoints is 0.2115 ns. The number of cell instances after yosys synthesis is 1081. The commonest cells after synthesis are 512 x dfrtp_1, 512 x mux2_2, 46 x buf_6. The worst reg2reg path depth is 2. Per STA, the startpoint of the critical path is buffer[7][4].

The highest ir drop seen on vdd is 0.9618 mV. Timing would allow up to 689.4 MHz. Of the total synthesized cell area, the portion taken by AND-OR and OR-AND cells is 0.

The detailed router's first-iteration violation count is 203. The distinct cell type count of the synthesized netlist is 5. The number of buffers on the longest clock path is 3. Once layout is complete, the utilization of the core stands at 0.6055. Of the synthesized area, sequential elements account for 0.6666. After synthesis the netlist holds a flip-flop and latch count of 512. The smallest clock period supported by the final layout is computed as 1.450 ns.

The synthesized design contains 0 enable-type register cells. The critical path in the final layout is reported with a setup slack of 0.04954 ns. Looking at the reg2reg group, the worst path starts from buffer[7][22]. The tree built by TritonCTS fans out to 512 sinks. The via count of the first global-routing pass came to 9123. In the synthesized netlist, the dominant kind of combinational cell is multiplexers. Per the synth stats, the flop cell with the highest instance count is dfrtp_1. The report lists the number of standard-cell rows as 71. The placer's final routability congestion estimate is 0.7390. The area overhead of the layout relative to synthesis is 18.94%. The number of iterations in the first detailed-routing pass is 3. The CTS tree is yes.

The number of antenna violations at the first check in global routing is 1. The cell depth of the worst hold path is 3. Detailed placement finished with a half-perimeter wire length of 16.81 mm. The worst clock skew on the final layout is 0.009210 ns. The area inside the core boundary is 0.03776 mm2.

Together, buffers and inverters on the worst path number 1. The mapped cell area is 0.01922 mm2. The share of the clock period used by the worst path is 0.9670. OpenSTA, run right after detailed placement, puts the worst setup slack at 0.1112 ns. The biggest fanout along the worst timing path is 2. In this run the maximum-capacitance check reported violations numbering 0. The total routing resource utilization after global routing is 0.1556.

The chip footprint is 0.03923 mm2. The launch point of the worst hold path is en. The end-of-flow timing check tallies setup violations at 0. The type of element capturing the critical path is an output pin. The cell-mix breakdown from Yosys lists the adder-cell area share as 0.

For this run, the number of Yosys warnings is 2. For this block, the via count after detailed routing is 9048. The highest cell delay on the worst timing path is 0.41 ns. The area fraction of the largest cell type after synthesis is 0.6666.

The logic depth of the worst setup path including buffers is 1. Entering global routing, the biggest net connects 85 pins. The kind of cell adding the most delay to the critical path is flip-flops.
## logic make-up after synthesis
family,count (synthesis)
buffers and inverters,57
DFF,512
muxes,512
## worst paths after layout
| path | end | slack, ns |
|---|---|---|
| max | q[4] | 0.05 |
| min | buffer[7][55] | 0.21 |
| max reg2reg | buffer[7][22] | 0.61 |
| min reg2reg | buffer[3][25] | 0.49 |
| max in group asynchronous | buffer[4][8] | 0.12 |
| min in group asynchronous | buffer[0][36] | 0.24 |
## report_power, final
group          internal (uW)  leakage [uW]  switching (uW)
Clock                   7190      0.000789            4920
Sequential             17500       0.00605            1740
Combinational           4080       0.00302            1560
Total                  28800       0.00986            8210
## area by class of cell
cell class	count	area, um2
clock buffer	80	1508
clock inverter	9	95.09
fill	2872	14890
multi-input combinational	512	5766
sequential	512	12810
tap	511	639.4
timing repair buffer	186	2042
## layout by cell type (no fill, tap or decap), drive strengths merged
cell type        n
dfrtp          512
dlygate4sd3      2
dlymetal6s4s     1
mux2           512
bufinv           2
buf             66
clkbuf          84
clkdlybuf4s15   49
clkinv           7
clkdlybuf4s50   64
## timing repair
item / 4_1_cts / 5_1_grt
endpoints found under the setup margin: 64 / 15
hold buffers: 2 / 0
endpoints found under the hold margin: 260 / 0
gates resized: 147 / 6
cloned: 0 / 0
pin swaps: 0 / 0
buffers inserted: 11 / 0
## per-stage QoR
step                instance area, um2  total power (uW)
finish                           22860             37000
global placement                 21180             25280
floorplan                        19220             22490
detailed placement               21180             25530
global route                     22860             39160
CTS                              22890             37740
## routing by layer
layer  vias up  global-route usage  wire length [um]
li1       4228                   -                 -
met1      4641              0.2707             13060
met2       115              0.2145             12090
met3        62             0.03420              1301
met4         2             0.03646               742
met5         -                   0                14
No activity file was given, so power comes from the tool's default toggle rates.
